`flow/config.mk`:
```
export PLATFORM = sky130hd
export DESIGN_NAME = max51
export DESIGN_NICKNAME = max51
export VERILOG_FILES = /design/flow/design.v
export SDC_FILE = /design/flow/constraint.sdc
export NUM_CORES = 4
export LEC_CHECK = 1
export CORE_AREA = 10 10 70 70
export DIE_AREA = 0 0 80 80
```
`flow/design.v`:
```
`timescale  1ns / 100ps
module max51
(
    reset       ,
    clk         ,
    mcu_wr_n    ,
    mcu_rd_n    ,
    mcu_ale     ,
    mcu_psen_n  ,
    mcu_p0      ,
    mcu_p2      ,
    PH_nLED     ,
    V3_AD_nOE   ,
    V3_AD_DIR   ,
    SOUND       ,
    LED_CTRL    ,
    V3_LCD_nRST ,
    V3_LCD_RS   ,
    V3_LCD_E    ,
    V3_LCD_RW   ,
);
    input       reset   ;
    input       clk     ;   
    input       mcu_wr_n;
    input       mcu_rd_n;
    input       mcu_ale ;
    input       mcu_psen_n;
    input[7:0]  mcu_p2;
    inout[7:0]  mcu_p0;
    output[1:8] PH_nLED;
    output      V3_AD_nOE;
    output      V3_AD_DIR;
    output      SOUND;
    output      LED_CTRL;
    output      V3_LCD_nRST;
    output      V3_LCD_RS;
    output      V3_LCD_RW;
    output      V3_LCD_E;
    reg         wr_n_dy1;
    reg         wr_n_dy2;
    reg         wr_h2l;
    reg         rd_n_dy1;
    reg         rd_n_dy2;
    reg         rd_h2l;
    reg         ale_dy1;
    reg         ale_dy2;
    reg         ale_h2l;
    reg         psen_n_dy1;
    reg         psen_n_dy2;
    reg         psen_n_h2l;
    reg         wr_h2l_dy1; 
    reg         wr_h2l_dy2;
    reg         wr_h2l_dy3;
    reg         wr_h2l_dy4;
    reg         rd_h2l_dy1;
    reg         rd_h2l_dy2;
    reg         rd_h2l_dy3;
    reg         rd_h2l_dy4;
    reg [15:0]  addr_r;
    reg[ 7:0]   leds_o;
    wire        rst;
    reg         sound;
    reg         lcd_rst;
    reg         led_ctrl;
    assign  LED_CTRL=led_ctrl;
    assign  V3_LCD_nRST=~lcd_rst;
    assign  V3_LCD_E = ~(mcu_wr_n&mcu_rd_n);
    assign  V3_LCD_RW =mcu_p2[1];
    assign  V3_LCD_RS =mcu_p2[0];
    assign  PH_nLED =~leds_o;
    assign  SOUND = sound;
    assign  rst = ~reset;
    assign  V3_AD_nOE = 1'b0;
    assign  V3_AD_DIR = mcu_rd_n;
      reg [7:0]   rdata;
    assign  mcu_p0 = (!mcu_rd_n) ? 8'hzz : 8'hzz;
    always@(posedge clk)
    begin
        if(rst)
          begin
            wr_n_dy1   <= 0;
            wr_n_dy2   <= 0;
            wr_h2l     <= 0;
            rd_n_dy1   <= 0;
            rd_n_dy2   <= 0;
            rd_h2l     <= 0;
            ale_dy1    <= 0;
            ale_dy2    <= 0;
            ale_h2l    <= 0;
            psen_n_dy1 <= 0;
            psen_n_dy2 <= 0;
            psen_n_h2l <= 0;
            wr_h2l_dy1 <= 0;
            wr_h2l_dy2 <= 0;
            wr_h2l_dy3 <= 0;
            wr_h2l_dy4 <= 0;
            rd_h2l_dy1 <= 0;
            rd_h2l_dy2 <= 0;
            rd_h2l_dy3 <= 0;
            rd_h2l_dy4 <= 0;
          end
        else 
          begin
            wr_n_dy1    <= ~mcu_wr_n;
            wr_n_dy2    <= wr_n_dy1;
            wr_h2l      <= wr_n_dy1&~wr_n_dy2;
            rd_n_dy1    <= ~mcu_rd_n;
            rd_n_dy2    <= rd_n_dy1;
            rd_h2l      <= rd_n_dy1&~rd_n_dy2;
            ale_dy1     <= ~mcu_ale;
            ale_dy2     <= ale_dy1;
            ale_h2l     <= ale_dy1&~ale_dy2;
            psen_n_dy1  <= ~mcu_psen_n;
            psen_n_dy2  <= psen_n_dy1;
            psen_n_h2l  <= psen_n_dy1&~psen_n_dy2;
            wr_h2l_dy1  <= wr_h2l;
            wr_h2l_dy2  <= wr_h2l_dy1;
            wr_h2l_dy3  <= wr_h2l_dy2;
            wr_h2l_dy4  <= wr_h2l_dy3;
            rd_h2l_dy1  <= rd_h2l;
            rd_h2l_dy2  <= rd_h2l_dy1;
            rd_h2l_dy3  <= rd_h2l_dy2;
            rd_h2l_dy4  <= rd_h2l_dy3;
          end
    end
    always@(posedge clk)
    begin
        if(rst)
        begin
            addr_r <= 16'h0;
        end
        else if(ale_h2l)
        begin
            addr_r <= {mcu_p2,mcu_p0};
        end
    end
    always@(posedge clk)
    begin
        if(rst)
        begin
            rdata  <= 8'h0;
            leds_o <= 8'h55;
            sound  <= 1'b0;
            led_ctrl    <= 1'b1;
            lcd_rst     <= 1'b0;
        end
        else if(wr_h2l_dy1)
        begin
            case(addr_r)
            16'h5555:
                begin
                    leds_o<=mcu_p0;
                end
            16'hAAAA:
                begin
                    leds_o<=mcu_p0;
                end
            16'h8888:
                begin
                    sound<=mcu_p0[0];
                end
            16'hf001:
                begin
                    led_ctrl<=mcu_p0[0];
                    lcd_rst <=mcu_p0[1];
                end
            default: 
                    leds_o<= mcu_p0;
            endcase
        end
        else if(rd_h2l)
        begin
            case(addr_r)
            16'h5555:
                begin
                    rdata<=8'h55;
                end
            16'hAAAA:
                begin
                    rdata<=8'hAA;
                end
            default: 
					rdata<= 8'h88;
            endcase
        end
    end
endmodule
```
`flow/constraint.sdc`:
```
current_design max51

set clk_period 1.0
set clk_io_pct 0.2

create_clock -name clk0 -period $clk_period [get_ports {clk}]

set non_clock_inputs [all_inputs -no_clocks]
set_input_delay [expr $clk_period * $clk_io_pct] -clock clk0 $non_clock_inputs
set_output_delay [expr $clk_period * $clk_io_pct] -clock clk0 [all_outputs]
```
`flow/run.sh`:
```
#!/bin/bash
# OpenROAD 26Q1-2900-gdf79404cd8, Yosys 0.63+post, stock flow scripts
make -C /OpenROAD-flow-scripts/flow DESIGN_CONFIG=/design/flow/config.mk WORK_HOME=/design/flow/orfs finish
```
==> run_results.csv <==
group,metric,value,unit
run_status,status,"finished with violations",
run_status,failed_checks,"setup timing",
timing,slew_violations,0,
cells_and_area,area_growth,31.9,%
synth,syn-instance-count,38,
setup_path,crit_top_cell,"buf_6",
setup_path,cp_cell_sequence,"inv_2 > buf_6 > buf_6",
setup_path,critPathKind,"flop to primary output",
routing,first_pass_iters,2,
timing,rsz0062_at_grt,"yes",
run,drv_cap,0,
power_and_ir_drop,ir_drop,0.279,mV
synth,ys_cells,38,
clocking,ctsHoldBuffers,0,
floorplan,fp_util,10.2,%
cells_and_area,final_cell_mix,"conb_1, dlygate4sd2_1, buf_2, buf_4, dfxtp_1",
synth,synth_area,349,um^2
clocking,insertion_delay,0.24,ns
grt,grt_use_total,1.97,%
clocking,h-tree-depth,1,
clocking,path_clk_slew,0.05,ns
routing,postRouteAntennaNets,0,
placed_design,port_buffers,13,
grt,grt_pass1_wl,1040,um
synth,yosysChipArea,349,um^2
floorplan,die_w,80,um
floorplan,coreArea,3420,um^2
setup_path,end_kind,"primary output",
floorplan,die_y,80,um
setup_path,cp.arrival,0.81,ns
cells_and_area,drive_gt1_share,43.8,%
cells_and_area,final_cell_count_no_fill,94,
setup_path,cpLargestDelayFamily,"flip-flops",
setup_path,crit_fanout,4,
timing,fin_crit,1.01,ns
routing,route.antenna.diode_count,0,
synth,syn_area_per_cell,9.19,um^2
clocking,cts_tree,"yes",
routing,vias_per_cell,2.30,
setup_path,crit_buf_inv,3,
power_and_ir_drop,cellLeakagePower,0.218,nW
timing,finalSetupViolCount,1,
floorplan,die-area,6400,um^2
routing,drc,0,
routing,wl_per_cell,7.56,um
placed_design,place_hpwl,583,um
timing,clock_skew,0.00648,ns
timing,fmax,994,MHz
grt,grt-ovfl-total,0,
timing,fin_ws,-0.00567,ns
setup_path,critical_path.startpoint_type,"flop",
synth,ys_seq_share,34.4,%
timing,hold_viol,0,
clocking,cts_root_buf,"clkbuf_4",
grt,grt_pass1_vias,258,
run,warnings,35,
floorplan,rows,21,
floorplan,ios,38,
clocking,numClockSinks,6,
placed_design,dp.cells,88,
routing,routed_wirelength,711,um
setup_path,cpPeakStageDelay,0.31,ns
routing,drtIter0Drc,7,
synth,ys_types,11,
grt,grt_max_degree,6,
setup_path,crit_slowest_cell,"dfxtp_2",
synth,ys_warn_count,3,
min_path,hold_path_class,"input port to flop",
clocking,numCtsBuffers,3,
setup_path,cp.required,0.80,ns
synth,synth_flops,6,
cells_and_area,fillers,404,
placed_design,gp_congestion,0.654,
power_and_ir_drop,power_per_cell_area,1120,nW/um^2
routing,dr_total_vias,216,
clocking,cts_buffer_depth,2,
grt,antenna_found_initial,0,
cells_and_area,lay_top_count,"conb_1",
placed_design,post-place-ws,-0.386,ns
timing,fin_crit_sh,101,%
## cell usage after synthesis
library cell / instances / area [um^2]
and2_4: 1 / 8.76
o21ai_0: 1 / 5.00
conb_1: 2 / 7.51
nor2b_1: 1 / 6.26
buf_4: 21 / 158
nand2_1: 1 / 3.75
inv_1: 2 / 7.51
and2_1: 1 / 6.26
dfxtp_1: 6 / 120
nor3b_2: 1 / 12.5
nor2b_4: 1 / 13.8
## flip-flops by register name (all words and copies together) (netlist names)
register	cells
wr_n_dy2	1
leds_o	2
wr_h2l_dy1	1
wr_h2l	1
wr_n_dy1	1
## area by class of cell
cell class                      instances  area [um^2]  share of cell area [%]
Timing Repair Buffer                   18          149                    32.3
Sequential cell                         6          123                    26.6
Multi-Input combinational cell         19          101                    22.0
Tap cell                               46         57.6                    12.5
Clock buffer                            3         22.5                    4.89
Inverter                                2         7.51                    1.63
## tightest hold or removal path: stages
cell and delay [ns]:
dlygate4sd2_1 0.22, buf_4 0.11, nor2b_1 0.03
## logic make-up after synthesis
kind of cell	after synthesis	share of synthesized area, %
buffers and inverters	23	47.3
AND/OR/NAND/NOR	6	14.7
other	2	2.15
flip-flops	6	34.4
AND-OR/OR-AND	1	1.43
## worst paths after layout
path                            slack (ns)                     end  cells after the start              startpoint
worst min-delay path                  0.36     wr_n_dy1$_SDFF_PN0_                      3                mcu_wr_n
worst max-delay path                -0.006              PH_nLED[7]                      3  leds_o[5]$_SDFFE_PN0P_
worst max register to register        0.19  leds_o[5]$_SDFFE_PN0P_                      4  leds_o[5]$_SDFFE_PN0P_
worst min register to register        0.40  leds_o[5]$_SDFFE_PN0P_                      1   wr_h2l_dy1$_SDFF_PN0_
## power by group
group	switching (mW)	internal [mW]	total [mW]
Sequential	0.00345	0.248	0.251
Combinational	0.0140	0.0286	0.0426
Clock	0.0862	0.136	0.222
## metal layers
metal	global-route usage [%]	share of wire, %	wire, um
met5	0	0	0
met4	0.528	0.98	7
met3	1.59	18	128
met2	2.73	37	261
met1	2.27	44	313
## stage by stage
stage	hold slack [ns]	util (%)	area [um^2]	TNS, ns	power, mW
final	0.364	13.5	460	-0.00567	0.516
after global placement	0.400	12.6	432	-1.55	0.308
after CTS	0.375	13.2	452	-0.130	0.528
after global routing	0.386	13.5	460	-0.127	0.553
after detailed placement	0.400	12.6	432	-1.63	0.307
after floorplan	0.272	-	387	0	0.309
## timing repair
item / in CTS / in global routing
setup buffers: 3 / 1
pin swaps: 0 / 0
setup endpoints to repair: 10 / 4
resized: 30 / 4
Power figures rest on the tool's default switching activity, not on a simulated workload.
